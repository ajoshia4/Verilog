$ cat constraint.sdc
current_design digital_clock

set clk_period 4.8
set clk_io_pct 0.2

create_clock -name clk0 -period $clk_period [get_ports {clk}]

set non_clock_inputs [all_inputs -no_clocks]
set_input_delay [expr $clk_period * $clk_io_pct] -clock clk0 $non_clock_inputs
set_output_delay [expr $clk_period * $clk_io_pct] -clock clk0 [all_outputs]
$ cat config.mk
export PLATFORM = sky130hd
export DESIGN_NAME = digital_clock
export DESIGN_NICKNAME = digital_clock
export VERILOG_FILES = /design/flow/design.v
export SDC_FILE = /design/flow/constraint.sdc
export NUM_CORES = 4
export LEC_CHECK = 1
export CORE_AREA = 10 10 86 86
export DIE_AREA = 0 0 96 96
$ cat design.v
    module digital_clock(clk,rst,seconds,minutes,hours);
    input clk, rst;
    output reg [5:0] seconds, minutes;
    output reg [4:0] hours;
    always @(posedge clk or posedge rst) begin
        if (rst) seconds<=0;
      else if (seconds==59) seconds<=0;
        else seconds<=seconds+1;
    end
    always @(posedge clk or posedge rst) begin
        if(rst) minutes<=0;
      else if (seconds==59) begin
              if(minutes==59) minutes<=0;
              else minutes<=minutes+1;
      end
        else minutes<=minutes;
    end
    always @(posedge clk or posedge rst) begin
        if(rst) hours<=0;
      else if (seconds==59 && minutes==59) begin
             if (hours==23) hours<=0;
             else hours<=hours+1;
      end
        else hours<=hours;
    end
    endmodule
$ cat run.sh
#!/bin/bash
# OpenROAD 26Q1-2900-gdf79404cd8, Yosys 0.63+post, stock flow scripts
make -C /OpenROAD-flow-scripts/flow DESIGN_CONFIG=/design/flow/config.mk WORK_HOME=/design/flow/orfs finish
==> flow_metrics.tcl <==
# flow metrics
set metrics [dict create \
    top_area_frac 0.461 \
    skew_ns 0.00311 \
    first_pass_grt_wire_length_mm 3.56 \
    fp_util 0.166 \
    cts.sinks 17 \
    vias_per_cell 4.07 \
    worstPathArrival_ns 1.26 \
    maxCapViolations 0 \
    finalNonFillerCells 176 \
    num_vias 717 \
    numCtsBuffers 3 \
    endpoint_kind "primary output" \
    synth-area-yosys_um2 922 \
    startpoint_type "flop" \
    openroad_warning_count 25 \
    latency_at_later_pin_ns 0.25 \
    finalWorstPathRequiredPeriod_ns 2.22 \
    asyncSetResetFlopFracSynth 1.00 \
    total_leakage_power_nw 0.497 \
    dp.final_hpwl_mm 1.61 \
    synth_dominant_cell_count "sky130_fd_sc_hd__dfrtp_1" \
    synth_warn 1 \
    first_pass_iters 4 \
    cells_along_the_critical_path "clkdlybuf4s50_1" \
    rsz0062_at_grt "no" \
    die.size.y_um 96 \
    post-cts-setup-buffers 0 \
    final_core_utilization 0.221 \
    enable_flop_cells 0 \
    global_route.overflow_total 0 \
    post_synth.cell_area_avg_um2 11.1 \
    postSynthSeqShare 0.461 \
    cp_max_fo 7 \
    worstMarginPinSlew_ns 0.664 \
    worst_hold_path_type "reg -> reg" \
    outcome "completed" \
    cp.required_ns 3.84 \
    report.final.hold_viol_count 0 \
    floorplan.rows 27 \
    yosysUniqueCellTypes 32 \
    synth.yosys.num_cells 83 \
    port-buffer-count 18 \
    yosys.area.top_type "sky130_fd_sc_hd__dfrtp_1" \
    boundaryPins 19 \
    ant_nets 0 \
    regArea_um2 425 \
    power_per_cell_area_mw_per_mm2 206 \
    path_class "reg -> out" \
    clock.fmax_mhz 450 \
    htreeDepth 1 \
    die_w_um 96 \
    grt.total_usage 0.0485 \
    category_of_cells_accounting_for_the_largest_share_of_critical_path_delay "buffers and inverters" \
    maxSlewViolCount 0 \
    dpl.cell_count 172 \
    cts_hold_buf 0 \
    final_layout_size_suffix_gt1_frac 0.115 \
    drt-wirelength-per-cell_um 12.2 \
    post_synth_instance_area_um2 922 \
    post-route-cell-area_mm2 0.00123 \
    route.detailed.drc 0 \
    number_of_global_route_vias_before_repair 674 \
    grt_max_degree 18 \
    setup_viol 0 \
    irDropWorstVdd_v 0.000139 \
    globalplace.congestion 0.877 \
    clkTransAtPathRegs_ns 0.07 \
    setup_total_negative_slack_ns 0 \
    cts_resized 0 \
    drtIter0Drc 96 \
    timing.critical_path.slowest_stage_cell "sky130_fd_sc_hd__clkdlybuf4s50_1" \
    common_cells "sky130_fd_sc_hd__dfrtp_1, sky130_fd_sc_hd__inv_1, sky130_fd_sc_hd__nor2_1" \
    relSlewSlack 0.557 \
    final_min_period_over_clock_period 0.462 \
    cts_tree "yes" \
    critPathBufInv 1 \
    yosys_most_used_dff "sky130_fd_sc_hd__dfrtp_1" \
    ys_seq_elements 17 \
    die_area_mm2 0.00922 \
    max_stage_delay_ns 0.53 \
    diodes 0 \
    wirelength_mm 2.15 \
    netlist_top_cells_area "sky130_fd_sc_hd__dfrtp_1, sky130_fd_sc_hd__mux2_1, sky130_fd_sc_hd__ha_1" \
    layout.area.comb_um2 459 \
    flow.area_growth_from_synthesis_pct 33.0 \
    core-area_mm2 0.00554 \
    nFillCells 622 \
    placedInstanceArea_mm2 0.00118 \
    post_synth_inst_count 83 \
    antenna_found_initial 0 \
    cts-root-buf "sky130_fd_sc_hd__clkbuf_8" \
    cts_max_path_buffers 2 \
]
[layer usage]
metal / global-route usage / vias up / part of all wire
li1: - / 352 / -
met1: 0.0731 / 338 / 0.48
met2: 0.0617 / 25 / 0.40
met3: 0.0252 / 2 / 0.12
met4: 0.00369 / 0 / 0.0074
met5: 0 / - / 0
[worst paths after layout]
check	cells after the start	from	slack [ns]	to
worst max-delay path	1	seconds[4]$_DFF_PP0_	2.58	seconds[4]
worst min-delay path	1	hours[3]$_DFFE_PP0P_	0.55	hours[3]$_DFFE_PP0P_
worst max register to register	4	seconds[0]$_DFF_PP0_	3.03	hours[4]$_DFFE_PP0P_
worst min register to register	1	hours[3]$_DFFE_PP0P_	0.55	hours[3]$_DFFE_PP0P_
max in group asynchronous	2	rst	3.27	minutes[1]$_DFFE_PP0N_
min in group asynchronous	2	rst	1.10	hours[3]$_DFFE_PP0P_
[cell usage in the layout (no fill, tap or decap), types with 2 or more instances in the layout]
cell	synthesis	layout
sky130_fd_sc_hd__clkdlybuf4s50_1	0	18
sky130_fd_sc_hd__xor2_1	2	2
sky130_fd_sc_hd__a31oi_1	5	5
sky130_fd_sc_hd__dfrtp_1	17	17
sky130_fd_sc_hd__o21ai_0	5	5
sky130_fd_sc_hd__nor4_2	3	3
sky130_fd_sc_hd__and2_1	2	2
sky130_fd_sc_hd__nor2_1	6	6
sky130_fd_sc_hd__mux2_1	5	5
sky130_fd_sc_hd__nand2_1	3	3
sky130_fd_sc_hd__nand3_1	2	2
sky130_fd_sc_hd__clkbuf_8	0	3
sky130_fd_sc_hd__a41oi_1	3	3
sky130_fd_sc_hd__inv_1	7	7
sky130_fd_sc_hd__nand4_1	2	2
sky130_fd_sc_hd__ha_1	3	3
[cell type report]
| type | count | area share |
|---|---|---|
| multi-input combinational | 58 | 0.374 |
| sequential | 17 | 0.347 |
| timing repair buffer | 18 | 0.147 |
| tap | 72 | 0.0735 |
| clock buffer | 4 | 0.0367 |
| inverter | 7 | 0.0214 |
[through the flow]
step / setup slack, ns / power (mW) / hold WS [ns]
after detailed placement: 2.85 / 0.150 / 0.532
final: 2.58 / 0.253 / 0.547
after CTS: 2.56 / 0.257 / 0.547
after global routing: 2.49 / 0.262 / 0.586
after global placement: 2.84 / 0.150 / 0.524
after floorplan: 3.26 / 0.148 / 0.476
[flip-flops by register name, indices dropped and copies added, names as in the netlist]
signal   flops
minutes      6
seconds      6
hours        5
[cell families (layout without fill, tap and decap cells)]
family                     Yosys count  after routing  synth area share
AOI/OAI and AO/OA                   21             21             0.160
xor gates and xnor gates             3              3            0.0285
adders and majority gates            3              3            0.0407
buffers and inverters                8             29            0.0407
DFF                                 17             17             0.461
muxes                                5              5            0.0611
and+or+nand+nor                     26             26             0.208
[power breakdown]
group	switching [mW]	internal, mW	leakage [nW]	total [mW]
Sequential	0	0.143	0.228	0.143
Clock	0.0473	0.0588	0.0228	0.106
Combinational	0.00283	0.000751	0.246	0.00358
Total	0.0502	0.203	0.497	0.253
Power and IR drop assume default switching activity.
