--- design/flow/design.v ---
module day4 (
  input     logic [7:0]   a_i,
  input     logic [7:0]   b_i,
  input     logic [2:0]   op_i,
  output    logic [7:0]   alu_o
);
  always@(*)
    case(op_i)
      3'b000 : alu_o = a_i + b_i;
      3'b001 : alu_o = a_i - b_i;
      3'b010 : alu_o = a_i << b_i[2:0];
      3'b011 : alu_o = a_i >> b_i[2:0];
      3'b100 : alu_o = a_i & b_i;
      3'b101 : alu_o = a_i | b_i;
      3'b110 : alu_o = a_i ^ b_i;
      3'b111 : alu_o = (a_i == b_i) ? 1 : 0;
      default: alu_o = 8'b0;
    endcase
endmodule
--- design/flow/run.sh ---
#!/bin/bash
# OpenROAD 26Q1-2900-gdf79404cd8, Yosys 0.63+post, stock flow scripts
make -C /OpenROAD-flow-scripts/flow DESIGN_CONFIG=/design/flow/config.mk WORK_HOME=/design/flow/orfs finish
--- design/flow/config.mk ---
export PLATFORM = sky130hd
export DESIGN_NAME = day4
export DESIGN_NICKNAME = day4
export VERILOG_FILES = /design/flow/design.v
export SDC_FILE = /design/flow/constraint.sdc
export NUM_CORES = 4
export LEC_CHECK = 1
export CORE_AREA = 10 10 90 90
export DIE_AREA = 0 0 100 100
--- design/flow/constraint.sdc ---
current_design day4

set clk_period 4.2
set clk_io_pct 0.2

create_clock -name clk0 -period $clk_period

set non_clock_inputs [all_inputs -no_clocks]
set_input_delay [expr $clk_period * $clk_io_pct] -clock clk0 $non_clock_inputs
set_output_delay [expr $clk_period * $clk_io_pct] -clock clk0 [all_outputs]
==> results.sh <==
# flow metrics
export IMPL_outcome="completed"
export IMPL_grt_max_degree=25
export IMPL_place_worst_setup_slack_ps=-164
export IMPL_dpl_cell_area_mm2=0.00224
export IMPL_synth_largest_area_cell="sky130_fd_sc_hd__ha_1"
export IMPL_floorplan_die_width_um=100
export IMPL_routedWlPerCell_um=15.1
export IMPL_final_layout_size_suffix_gt1_frac=0.245
export IMPL_power_share_clock=0
export IMPL_switchingPower_mw=0.131
export IMPL_power_static_leakage_nw=1.05
export IMPL_post_drt_via_cell_ratio=5.14
export IMPL_dpl_hpwl_um=4350
export IMPL_layout_setup_ws_ps=136
export IMPL_port_buffer_count=27
export IMPL_synthCells=220
export IMPL_worst_hold_path_type="input pin to output port"
export IMPL_yosys_top_cells_area="sky130_fd_sc_hd__ha_1 (18%), sky130_fd_sc_hd__mux2i_1 (7.8%), sky130_fd_sc_hd__inv_1 (5.6%), sky130_fd_sc_hd__mux4_2 (5.4%), sky130_fd_sc_hd__nor2_1 (4.3%)"
export IMPL_n_clock_buffer=0
export IMPL_path_class="input pin to output port"
export IMPL_row_count=29
export IMPL_comb_power_share=1.000
export IMPL_hold_depth=3
export IMPL_grt_remaining_overflow=0
export IMPL_final_design_area_no_fill_mm2=0.00233
export IMPL_finalSetupTns_ps=0
export IMPL_globalplace_congestion=0.943
export IMPL_crit_path_max_fanout=15
export IMPL_area_growth_pct=40.3
export IMPL_register_area_um2=0
export IMPL_cp_arrival_ps=3220
export IMPL_ys_area_mm2=0.00166
export IMPL_antenna_found_initial=0
export IMPL_end_kind="output port"
export IMPL_switching_share=0.475
export IMPL_synth_cell_types=54
export IMPL_synth_most_common_cell="sky130_fd_sc_hd__inv_1"
export IMPL_insertedDiodeCount=0
export IMPL_synthesized_cell_area_mm2=0.00166
export IMPL_post_route_min_period_ps=4060
export IMPL_height_of_the_die_um=100
export IMPL_boundaryPins=27
export IMPL_timing_fmax_mhz=246
export IMPL_first_pass_grt_wire_length_um=8930
export IMPL_detailroute_via_count=1800
export IMPL_ys_seq_frac=0
export IMPL_finish_utilization=0.371
export IMPL_power_frac_seq=0
export IMPL_postCtsHoldBufs=0
export IMPL_max_slew_margin_rel=0.731
export IMPL_worstHoldEndpoint="alu_o[7]"
export IMPL_initCoreUtil=0.265
export IMPL_power_per_cell_area_mw_per_mm2=119
export IMPL_core_area_mm2=0.00628
export IMPL_drv_max_cap_violation_count=0
export IMPL_n_sequential_cell=0
export IMPL_yosys_top_cells_count="sky130_fd_sc_hd__inv_1 (25), sky130_fd_sc_hd__ha_1 (24), sky130_fd_sc_hd__nor2_1 (19), sky130_fd_sc_hd__a21oi_1 (14), sky130_fd_sc_hd__o21ai_0 (14)"
export IMPL_number_of_warning_messages_in_the_yosys_log=1
export IMPL_number_of_global_route_vias_before_repair=1763
export IMPL_cell_internal_pwr_mw=0.145
export IMPL_worstHoldStart="op_i[0]"
export IMPL_worstMarginPinSlew_ps=400
export IMPL_synth_cells_yosys=220
export IMPL_length_of_the_first_detailed_routing_pass_in_iterations=4
export IMPL_drtIter0Drc=78
export IMPL_gr_usage_all_layers=0.105
export IMPL_final_antenna_net_count=0
export IMPL_synth_top_cell_area_share=0.181
export IMPL_hold_viol_final=0
export IMPL_grt_setup_unrepaired="no"
export IMPL_slew_viol_final=0
export IMPL_vdd_ir_drop_max_uv=47.3
export IMPL_warnings=48
export IMPL_postSynthAreaPerCell_um2=7.55
export IMPL_detail_route_wirelength_um=5290
export IMPL_final_worst_path_period_share=0.968
export IMPL_route_detailed_drc=0
export IMPL_setup_viol_count_final=0
export IMPL_crit_required_ps=3360
export IMPL_timing_critical_path_from_type="input pin"
export IMPL_die_area_mm2=0.0100
-- layout make-up --
class	instances	area, um2
Multi-Input combinational cell	179	1550
Timing Repair Buffer	69	596
Fill cell	641	3950
Inverter	25	93.8
Tap cell	77	96.3
-- power groups by stage --
stage	Clock, mW	Sequential [mW]	Combinational [mW]
4_1_cts	0	0	0.272
5_1_grt	0	0	0.305
6_report	0	0	0.276
-- kinds of logic (layout without fill, tap and decap cells) --
group | Yosys count | after routing | synth area share
AOI/OAI and AO/OA | 64 | 64 | 0.279
and+or+nand+nor | 64 | 64 | 0.209
buffers and inverters | 41 | 94 | 0.111
adders and majority gates | 26 | 26 | 0.205
muxes | 19 | 19 | 0.164
xor gates and xnor gates | 6 | 6 | 0.0316
-- through the flow --
stage | hold WS, ps | power (mW) | cells
finish | 2600 | 0.276 | 350
global placement | 2770 | 0.265 | 349
floorplan | 1950 | 0.150 | 220
detailed placement | 2780 | 0.264 | 349
CTS | 2600 | 0.272 | 349
global route | 2690 | 0.305 | 350
-- worst max path at each step --
stage / cells after the start / start / slack [ps] / to
after CTS: 10 / a_i[1] / 3 / alu_o[7]
final: 10 / b_i[1] / 140 / alu_o[4]
after global routing: 10 / a_i[1] / 7 / alu_o[7]
-- metal layers --
metal  GRT usage  wire (um)
met2       0.171       2460
met1       0.149       2480
met4      0.0174        102
met3      0.0125        252
met5           0          0
-- critical path, stage by stage --
cell and delay, ps:
sky130_fd_sc_hd__clkdlybuf4s50_1 480, sky130_fd_sc_hd__buf_4 160, sky130_fd_sc_hd__buf_12 150, sky130_fd_sc_hd__mux4_1 550, sky130_fd_sc_hd__and2_1 170, sky130_fd_sc_hd__a31oi_1 170, sky130_fd_sc_hd__o21ai_1 110, sky130_fd_sc_hd__a21oi_2 150
sky130_fd_sc_hd__nor2b_2 50, sky130_fd_sc_hd__clkdlybuf4s50_1 390
-- repair_timing --
item / 4_1_cts / 5_1_grt
pin swaps: 7 / 3
setup endpoints to repair: 4 / 3
cloned: 0 / 0
setup buffers: 0 / 1
gates resized: 17 / 9
-- cells in the final DEF, fill, tap and decap left out, drive strengths merged, types with 4 or more instances in the layout --
cell type,count
nor3,5
o21ai,15
nor2,19
nor2b,6
nand2,8
ha,24
a21oi,14
nand2b,4
a31oi,5
mux4,6
inv,25
buf,42
a22oi,7
xor2,4
dlygate4sd2,4
mux2i,13
clkdlybuf4s50,22
Power and IR drop assume default switching activity.
