File: flow/run.sh
#!/bin/bash
# OpenROAD 26Q1-2900-gdf79404cd8, Yosys 0.63+post, stock flow scripts
make -C /OpenROAD-flow-scripts/flow DESIGN_CONFIG=/design/flow/config.mk WORK_HOME=/design/flow/orfs finish
File: flow/design.v
module day10 (
  input     wire          clk,
  input     wire          reset,
  input     wire          load_i,
  input     wire[3:0]     load_val_i,
  output    wire[3:0]     count_o
);
  logic [3:0] count_o_reg;
  always @(posedge clk or posedge reset) begin
    if(reset) count_o_reg <= 0;
    else count_o_reg <= (load_i)? load_val_i: (count_o_reg == 4'b1111) ? load_val_i : count_o_reg + 1;
  end
  assign count_o = count_o_reg;
endmodule
File: flow/constraint.sdc
current_design day10

set clk_period 1.9
set clk_io_pct 0.2

create_clock -name clk0 -period $clk_period [get_ports {clk}]

set non_clock_inputs [all_inputs -no_clocks]
set_input_delay [expr $clk_period * $clk_io_pct] -clock clk0 $non_clock_inputs
set_output_delay [expr $clk_period * $clk_io_pct] -clock clk0 [all_outputs]
File: flow/config.mk
export PLATFORM = sky130hd
export DESIGN_NAME = day10
export DESIGN_NICKNAME = day10
export VERILOG_FILES = /design/flow/design.v
export SDC_FILE = /design/flow/constraint.sdc
export NUM_CORES = 4
export LEC_CHECK = 1
export CORE_AREA = 10 10 70 70
export DIE_AREA = 0 0 80 80
==> flow_metrics.py <==
# Physical implementation metrics
metrics = {
    "finish": {
        "finish.utilization": 0.121,
        "n_fill_cell": 394,
        "drive_gt1_frac": 0.200,
        "area_growth_pct": 77.4,
        "largest_reg_flops": 4,
    },
    "sta": {
        "min_period_ps": 1550,
        "relSlewSlack": 0.820,
        "worstMarginPinSlew_ps": 269,
        "rsz0062_at_grt": "no",
        "fin_setup_tns_ps": 0,
        "fin_crit_sh": 0.817,
        "drv_slew": 0,
        "max_freq_ghz": 0.644,
        "setup_viol": 0,
        "finalHoldViolations": 0,
        "clock_skew_ps": 3.56,
    },
    "route": {
        "drtIter0Drc": 10,
        "antenna_cells": 0,
        "drt_wl_total_microns": 667,
        "avgViaCountPerCell": 2.65,
        "drtPass1Iterations": 4,
        "vias": 215,
        "route.detailed.drc": 0,
        "detail-route-antenna-nets": 0,
        "avgRoutedWirePerCell_microns": 8.23,
    },
    "setup_path": {
        "worstSetupPathType": "reg2out",
        "crit_slowest_cell": "clkdlybuf4s50_1",
        "path_delay_family": "buffers and inverters",
        "cp_num_buf_inv": 1,
        "cp_max_fo": 5,
        "critical_path_arrival_ps": 1170,
        "cp.required_ps": 1520,
        "cp-end-kind": "primary output",
        "path_cells": "clkdlybuf4s50_1",
        "start_kind": "flip-flop",
        "cp_slowest_stage_delay_ps": 500,
    },
    "power_and_ir_drop": {
        "switching_share": 0.275,
        "p_int_uw": 247,
        "switching_power_uw": 93.8,
        "p_leak_uw": 0.000168,
        "power_density_mw_per_mm2": 826,
        "p_seq_frac": 0.375,
        "clockPowerShare": 0.316,
        "pwr-share-comb": 0.309,
        "peakVddDrop_mv": 0.176,
    },
    "floorplanning": {
        "fp_util": 0.0681,
        "die_y_microns": 80,
        "dieArea_sq_mm": 0.00640,
        "io_pins": 11,
        "fp.coreArea_sq_mm": 0.00342,
        "row_count": 21,
        "die_x_microns": 80,
    },
    "grt": {
        "grtUsageTotal": 0.0216,
        "grt_pass1_vias": 208,
        "grt_first_pass_wirelength_microns": 1040,
        "grt_start_max_net_pins": 8,
        "gr-total-overflow": 0,
        "antenna_found_initial": 0,
    },
    "status": {
        "status": "finished clean",
    },
    "synthesis": {
        "ys_ff": 4,
        "ys_cells": 22,
        "netlist_area_sq_um": 233,
        "yosys.cell_types.count": 15,
        "netlist_instances": 22,
        "synth_warnings": 1,
        "synth.avg_cell_area_sq_um": 10.6,
        "ys_area_sq_um": 233,
        "synth.yosys.seq_area_share": 0.430,
    },
    "clock_tree": {
        "cts_resized": 0,
        "clkLatencyLatePin_ps": 240,
        "postCtsSetupBuffers": 0,
        "cts_tree": "done",
        "hold_buffers": 0,
        "cts_max_path_buffers": 2,
        "h-tree-depth": 1,
        "cts.sinks": 4,
        "cts_buffers": 3,
        "root_buffer": "clkbuf_4",
        "clk_pin_slew_ps": 40,
    },
    "flow_run": {
        "log.warning_count": 25,
        "cap_violations": 0,
    },
    "worst_hold_path": {
        "hold_class": "in2async",
    },
    "place": {
        "place.gp.congestion": 0.682,
        "portBuffers": 10,
    },
}
==> per-layer routing <==
metal | part of all wire | GRT usage | wire, microns | up-vias
met5 | 0 | 0 | 0 | -
met4 | 0 | 0.00176 | 0 | 0
met3 | 0.28 | 0.0318 | 189 | 0
met2 | 0.25 | 0.0169 | 167 | 16
met1 | 0.46 | 0.0287 | 310 | 91
li1 | - | - | - | 108
==> cells by family after synthesis <==
family | count (synthesis) | share of synthesized area
multiplexers | 2 | 0.108
buffers and inverters | 4 | 0.0645
flip-flops | 4 | 0.430
adder cells (fa/ha/maj) | 1 | 0.0538
AND/OR/NAND/NOR | 4 | 0.102
AND-OR/OR-AND | 7 | 0.242
==> metrics by stage <==
step           cell area [sq um]  hold slack (ps)  setup WS [ps]  total power (uW)  instances
2_1_floorplan                233              146            640               172         22
3_3_place_gp                 390              544            293               231         78
3_5_place_dp                 390              571            272               234         78
4_1_cts                      413              331            335               344         81
5_1_grt                      413              337            288               364         81
6_report                     413              327            348               341         81
==> cells in the mapped netlist (all sizes together) <==
master  instances  area share
a21oi           1       0.021
a31o            1       0.038
o22ai           1       0.027
o21ai           1       0.021
nand4b          1       0.038
mux2            1       0.064
a21o            1       0.038
dfrtp           4        0.43
inv             4       0.064
a221o           1       0.043
mux2i           1       0.043
nand2           2       0.032
a31oi           1       0.054
nor3b           1       0.032
ha              1       0.054
==> layout by cell type, fill, tap and decap left out, drive strengths merged, types with 2 or more instances in the layout <==
cell type and count:
dfrtp 4, clkbuf 3, inv 4, nand2 2, clkdlybuf4s50 10
==> layout make-up <==
| type | count | area (sq um) | area share |
|---|---|---|---|
| Inverter | 4 | 15.0 | 0.0364 |
| Tap cell | 46 | 57.6 | 0.139 |
| Clock buffer | 3 | 22.5 | 0.0545 |
| Timing Repair Buffer | 10 | 100 | 0.242 |
| Multi-Input combinational cell | 14 | 118 | 0.285 |
| Sequential cell | 4 | 100 | 0.242 |
==> final timing paths <==
kind | cells past startpoint | startpoint | slack [ps] | to
max in group asynchronous | 2 | reset | 1410 | count_o_reg[2]
min in group clk0 | 1 | count_o_reg[0] | 570 | count_o_reg[0]
worst max register to register | 3 | count_o_reg[0] | 480 | count_o_reg[1]
worst max-delay path | 1 | count_o_reg[0] | 350 | count_o[0]
worst min register to register | 1 | count_o_reg[0] | 570 | count_o_reg[0]
worst min-delay path | 2 | reset | 330 | count_o_reg[0]
==> power by group through the flow <==
stage | sequential, uW | clock, uW | combinational [uW]
CTS | 127 | 110 | 107
finish | 128 | 108 | 106
global route | 132 | 117 | 116
Power is estimated from default activity; no workload was simulated.
